==> ./design.v <==
module compare(A, B, AeqB, AgtB, AltB);
    input [3:0] A, B;
    output reg AeqB, AgtB, AltB;
    always @(A, B) begin
        AeqB = 0;
        AgtB = 0;
        AltB = 0;
        if (A == B)
            AeqB = 1;
        else if (A > B)
            AgtB = 1;
        else
            AltB = 1;
    end
endmodule
==> ./run.sh <==
#!/bin/bash
# OpenROAD 26Q1-2900-gdf79404cd8, Yosys 0.63+post, stock flow scripts
make -C /OpenROAD-flow-scripts/flow DESIGN_CONFIG=/design/flow/config.mk WORK_HOME=/design/flow/orfs finish
==> ./config.mk <==
export PLATFORM = sky130hd
export DESIGN_NAME = compare
export DESIGN_NICKNAME = compare
export VERILOG_FILES = /design/flow/design.v
export SDC_FILE = /design/flow/constraint.sdc
export NUM_CORES = 4
export LEC_CHECK = 1
export CORE_AREA = 10 10 70 70
export DIE_AREA = 0 0 80 80
==> ./constraint.sdc <==
current_design compare

set clk_period 1.6
set clk_io_pct 0.2

create_clock -name clk0 -period $clk_period

set non_clock_inputs [all_inputs -no_clocks]
set_input_delay [expr $clk_period * $clk_io_pct] -clock clk0 $non_clock_inputs
set_output_delay [expr $clk_period * $clk_io_pct] -clock clk0 [all_outputs]
==> reports/qor.txt <==
P&R area growth vs syn -> 190%
Flop area -> 0 um^2
Vias in the first global route -> 135
Pre-CTS WS -> -0.645 ns
Slew margin rel. -> 0.917
Grt total ovfl -> 0
1st-pass router iterations -> 1
Synth Seq Share -> 0
Antenna violations before repair -> 0
Final hold vios -> 0
Top Ports -> 11
YS chip area -> 109 um^2
Final min period -> 1.56 ns
Floorplan Utilization -> 0.0319
DRC viols -> 0
Total of max-cap violations -> 0
Pins over their slew limit -> 0
Largest net degree at the start of global routing -> 4
Fin util -> 0.0923
Final ANT Viol Nets -> 0
Min-Delay Path Class -> primary input to output port
Gate Area -> 158 um^2
CP arrival -> 1.24 ns
Nature of the critical path endpoint -> output port
Row count -> 21
Core footprint -> 3420 um^2
Global-route usage over all layers -> 0.0104
FILL cells -> 400
Commonest non-fill, non-tap cells in the layout -> inv_2 (3), ha_4 (3), dlygate4sd2_1 (3), clkdlybuf4s15_1 (3), buf_2 (3)
Setup violators final -> 0
Top area cell types -> ha_1 (46%), inv_1 (17%), a21oi_2 (8.0%)
# Cells Yosys -> 17
Final Routed Wirelength -> 408 um
Routed vias/inst -> 1.95
Buffers on Ports -> 11
Synthesis Warnings -> 1
Final RePlAce weighted congestion -> 0.772
Worst-path fanout max -> 2
Chip area -> 6400 um^2
Unique masters post-synth -> 8
Tool warnings -> 32
Flip-flops -> 0
Fraction of layout cells with a size suffix above 1 -> 0.643
Die height -> 80 um
DPL Wire Length -> 334 um
Syn Area/Cell -> 6.40 um^2
Diodes inserted -> 0
Fin worst setup slack -> 0.0405 ns
Clock buffers -> 0
Critical path startpoint category -> primary input
Max Freq -> 641 MHz
Die width -> 80 um
Cts hold-fix bufs -> 0
Largest area contributor in the netlist -> ha_1
Slew @ Worst Pin -> 0.124 ns
Syn Inst Count -> 17
Global-route wire length before repair -> 586 um
Iteration-0 DRC Markers -> 0
Setup TNS -> 0 ns
DR WL/cell -> 5.51 um
WS Path Type -> primary input to output port
Fin Hold WS -> 1.11 ns
Final period utilization -> 0.975
Outcome -> completed
Cell Area, Synth -> 109 um^2
Worst IR Drop VDD -> 0.0235 mV
Area leader share -> 0.460
Pwr/cell area -> 242 nW/um^2
Post-CTS Setup Inserts -> 0
Post-route total power -> 0.0000764 W
WP data required -> 1.28 ns
Pleak -> 0.126 nW
Routed vias -> 144
[cell families (layout without fill, tap and decap cells)]
logic type      Yosys count  in the layout  share of synthesized area
buf+inv                   5             16                      0.172
fa+ha+maj                 4              4                      0.460
compound gates            3              3                      0.172
simple gates              5              5                      0.195
[worst max-delay path, stage by stage]
cell,delay [ns]
dlygate4sd2_1,0.23
inv_2,0.06
ha_4,0.20
a21oi_2,0.13
o21ai_2,0.06
nor2b_1,0.12
buf_2,0.11
[where the power goes]
| part | internal, W | switching (W) |
|---|---|---|
| logic | 0.0000441 | 0.0000322 |
| clock network | 0 | 0 |
| registers | 0 | 0 |
| total | 0.0000441 | 0.0000322 |
[path summary, 6_finish.rpt]
| path | from | endpoint | slack, ns | cells after the start |
|---|---|---|---|---|
| max | B[1] | AgtB | 0.04 | 7 |
| min | A[3] | AltB | 1.11 | 6 |
[per-stage QoR]
stage	area [um^2]	instances
floorplan	109	17
global placement	277	74
detailed placement	277	74
CTS	309	74
global route	315	74
finish	315	74
[synthesized netlist by cell type]
| cell | number |
|---|---|
| inv_1 | 5 |
| ha_1 | 4 |
| nand2_1 | 2 |
| nor2_1 | 2 |
| a21oi_1 | 1 |
| a21oi_2 | 1 |
| nor2b_1 | 1 |
| o21ai_1 | 1 |
[area by class of cell]
| class | count | share of cell area |
|---|---|---|
| well taps | 46 | 0.183 |
| repair buffers | 11 | 0.258 |
| multi-input cells | 12 | 0.500 |
| inverters | 5 | 0.0595 |
[metal layers]
metal	up-vias	routed length, um	GRT usage
met1	58	203	0.0158
met3	0	69	0.00568
met5	-	0	0
met4	0	0	0
met2	9	136	0.0128
li1	77	-	-
[timing repair]
item                                    in CTS  in global routing
endpoints found under the setup margin       3                  2
pin swaps                                    7                  8
resized                                     29                  9
hold endpoints to repair                     0                  0
Power figures rest on the tool's default switching activity, not on a simulated workload.
