$ cat design/flow/run.sh
#!/bin/bash
# OpenROAD 26Q1-2900-gdf79404cd8, Yosys 0.63+post, stock flow scripts
make -C /OpenROAD-flow-scripts/flow DESIGN_CONFIG=/design/flow/config.mk WORK_HOME=/design/flow/orfs finish
$ cat design/flow/config.mk
export PLATFORM = sky130hd
export DESIGN_NAME = FiniteState
export DESIGN_NICKNAME = FiniteState
export VERILOG_FILES = /design/flow/design.v
export SDC_FILE = /design/flow/constraint.sdc
export NUM_CORES = 4
export LEC_CHECK = 1
export CORE_AREA = 10 10 70 70
export DIE_AREA = 0 0 80 80
$ cat design/flow/constraint.sdc
current_design FiniteState

set clk_period 1.2
set clk_io_pct 0.2

create_clock -name clk0 -period $clk_period [get_ports {CLK}]

set non_clock_inputs [all_inputs -no_clocks]
set_input_delay [expr $clk_period * $clk_io_pct] -clock clk0 $non_clock_inputs
set_output_delay [expr $clk_period * $clk_io_pct] -clock clk0 [all_outputs]
$ cat design/flow/design.v
module FiniteState (Q, I, CLK, RST);
    input I, CLK, RST;
    output Q;
    reg Q;
    reg [1:0] state;
    parameter S0 = 2'b00, S1 = 2'b01, S2 = 2'b10;
    always @(posedge CLK or posedge RST)
        if (RST) begin
            state <= S0;
            Q <= 1'b0;
        end else begin
            case (state)
                S0: if (I == 1'b1) begin
                    state <= S1;     
                    Q <= 1'b0;
                end else begin
                    state <= S0;     
                    Q <= 1'b0;
                end
                S1: if (I == 1'b1) begin
                    state <= S2;     
                    Q <= 1'b0;
                end else begin
                    state <= S1;     
                    Q <= 1'b0;
                end
                S2: if (I == 1'b1) begin
                    state <= S2;     
                    Q <= 1'b1;       
                end else begin
                    state <= S0;     
                    Q <= 1'b0;
                end
            endcase
        end
endmodule
==> reports/metrics.csv <==
stage,metric,value,unit
grt,grt_util_met2,0.8828,%
placed_design,port_buffers,3,
placed_design,post-dp-hpwl,258.4,microns
timing,timing.final.max_slew_violations,0,
placed_design,placed_area,242.7,sq um
setup_path,crit_path_cell_trace,dlygate4sd2_1,
synthesis,yosys.area.top_type,dfrtp_1,
route,ant_nets,0,
floorplanning,die_h,80,microns
cts,path_clk_slew,40,ps
route,drc,0,
setup_path,slowest_delay,370,ps
layout,synthToLayoutAreaGrowth,72.58,%
synthesis,ys_sh_xor,0,%
setup_path,crit_arrival,860,ps
floorplanning,rows,21,
synthesis,edf_count,0,
synthesis,ys.flop_type,dfrtp_1,
timing,fmaxAchievable,912.6,MHz
pwr,power.leakage,0.1098,nW
hold_path,hp-class,input port to asynchronous set/reset pin,
timing,fin_hold_ws,186.6,ps
synthesis,top_cells_by_area,"dfrtp_1 (48%), dfstp_2 (17%), o41ai_2 (10%), mux2_1 (7.3%), inv_1 (4.8%)",
setup_path,crit_family,flip-flops,
synthesis,syn_inst,12,
cts,cts_buffer_depth,2,
synthesis,ys_area,155.1,sq um
floorplanning,die_w,80,microns
grt,grt_usage,1.160,%
synthesis,fa_ha_area_share,0,%
layout,n_fill_cell,411,
setup_path,rr_worst_depth,1,
setup_path,crit_slowest_cell,dfrtp_1,
grt,use_met3,1.364,%
placed_design,gp_congestion,0.6493,
synthesis,simple_gate_share,7.258,%
pwr,ir_worst_vdd,0.2825,mV
synthesis,synth_area_per_cell,12.93,sq um
route,vias,104,
grt,grt.busiest_layer,met1,
flow_run,warnings,25,
flow_run,maxCapViolCount,0,
pwr,power_density,1652,mW/mm^2
synthesis,ys_top_cells_by_count,"dfrtp_1 (3), inv_1 (2), nor2_1 (2)",
grt,antenna_found_initial,0,
layout,layout-drive-gt1-share,26.32,%
route,viasPerCell,1.600,
cts,htreeDepth,1,
setup_path,required,960,ps
cts,hold_buffers,0,
synthesis,yosysWarnings,1,
route,wl_per_cell,5.292,microns
floorplanning,chipArea,0.006400,sq mm
grt,grt.overflow.total,0,
layout,layout.area.seq,101.3,sq um
cts,post-cts-setup-buffer-count,0,
cts,ctsRootBufferMaster,clkbuf_4,
setup_path,cp.depth,1,
floorplanning,initial_core_util,4.542,%
route,antenna_cells,0,
cts,cts_buffers,3,
timing,setup_violations,0,
cts,tritoncts,yes,
grt,use_met1,1.737,%
outcome,outcome,finished clean,
timing,fin_crit,1096,ps
cts,clock_sinks,4,
setup_path,critPathLaunchType,flop,
timing,rsz0062_at_grt,false,
floorplanning,io_pins,4,
synthesis,async_reset_ff_share,100.0,%
synthesis,netlist_area,155.1,sq um
synthesis,ys_ff,4,
route,first_pass_iters,1,
layout,fin_area,267.8,sq um
timing,finalHoldViolations,0,
grt,grt_pass1_wl,552,microns
synthesis,topCombFamilyByArea,AND-OR/OR-AND gates,
timing,period_used_share,91.31,%
synthesis,mux_share,7.258,%
layout,mi_logic_area,46.29,sq um
setup_path,critPathCaptureType,output pin,
setup_path,crit_path_max_fanout,2,
synthesis,yosysSeqAreaShare,65.32,%
route,wirelength,344,microns
cts,clock_latency,240,ps
timing,clock_skew,10.29,ps
route,drt_iter0_drc,0,
synthesis,ys_cells,12,
timing,worst_pin_slew,226.3,ps
grt,grt_pass1_vias,127,
grt,grt_max_degree,5,
synthesis,yosysMostFrequentCell,dfrtp_1,
floorplanning,core_region_area,0.003416,sq mm
synthesis,ys_sh_aoi,15.32,%
setup_path,path_buffers,1,
timing,slew_headroom,84.75,%
synthesis,synth_cell_types,8,
synthesis,top_cell_area_share,48.39,%
setup_path,worst-setup-path-type,flop to output pin,
[logic make-up (layout without fill, tap and decap cells)]
| kind of cell | after synthesis | in the layout |
|---|---|---|
| AOI/OAI and AO/OA | 2 | 2 |
| and+or+nand+nor | 3 | 3 |
| DFF | 4 | 4 |
| muxes | 1 | 1 |
| buffers and inverters | 2 | 9 |
[stage by stage]
step / std cells / total power, mW / TNS [ps] / worst slack, ps / util, %
CTS: 65 / 0.4530 / 0 / 86.46 / 7.839
detailed placement: 61 / 0.2739 / -41.49 / -41.49 / 7.106
finish: 65 / 0.4423 / 0 / 104.2 / 7.839
floorplan: 12 / 0.2201 / 0 / 421.9 / -
global route: 65 / 0.4732 / 0 / 69.58 / 7.839
global placement: 61 / 0.2703 / -21.27 / -21.27 / 7.106
[layer usage]
metal	vias up	routed length (microns)	share of wire, %
met5	-	0	0
met1	45	231	67
met3	0	31	9.0
li1	55	-	-
met2	4	81	24
met4	0	0	0
[cell type report]
class	count	area share [%]
multi-input combinational	6	17.29
timing repair buffer	3	10.75
inverter	2	2.804
sequential	4	37.85
tap	46	21.50
clock buffer	4	9.813
[placed cells by master (no fill, tap or decap)]
master,Yosys,final
clkbuf_4,0,3
o41ai_2,1,1
o21a_1,1,1
mux2_1,1,1
dfstp_2,1,1
nand2_1,1,1
nor2_1,2,2
inv_1,2,2
dlygate4sd2_1,0,1
clkdlybuf4s50_1,0,2
clkbuf_1,0,1
dfrtp_1,3,3
[path summary, 6_finish.rpt]
check / start / endpoint / slack (ps)
worst max-delay path: Q$_DFFE_PP0P_ / Q / 100
min in group clk0: flop / Q$_DFFE_PP0P_ / 500
worst min register to register: flop / Q$_DFFE_PP0P_ / 500
max in group asynchronous: RST / state[0]$_DFF_PP1_ / 770
worst min-delay path: RST / asynchronous set/reset pin / 190
worst max register to register: flop / Q$_DFFE_PP0P_ / 370
[report_power, final]
part           leakage, nW  internal, mW  switching (mW)
combinational       0.0439        0.0429          0.0268
clock               0.0150         0.125          0.0578
sequential          0.0509         0.168          0.0216
total                0.110         0.336           0.106
[what timing repair did]
action,4_1_cts,5_1_grt
endpoints found under the setup margin,1,0
endpoints found under the hold margin,0,0
gates resized,1,0
Power figures rest on the tool's default switching activity, not on a simulated workload.
