`design.v`:
```
module adder(input [3:0] A, B, 
             output cout, 
             output [3:0] sum);
    wire [3:0] carry;    
    assign {cout, sum} = A + B;    
    assign carry = {A[0], A[1], A[2]} + {B[0], B[1], B[2]};
endmodule
```
`run.sh`:
```
#!/bin/bash
# OpenROAD 26Q1-2900-gdf79404cd8, Yosys 0.63+post, stock flow scripts
make -C /OpenROAD-flow-scripts/flow DESIGN_CONFIG=/design/flow/config.mk WORK_HOME=/design/flow/orfs finish
```
`config.mk`:
```
export PLATFORM = sky130hd
export DESIGN_NAME = adder
export DESIGN_NICKNAME = adder
export VERILOG_FILES = /design/flow/design.v
export SDC_FILE = /design/flow/constraint.sdc
export NUM_CORES = 4
export LEC_CHECK = 1
export CORE_AREA = 10 10 70 70
export DIE_AREA = 0 0 80 80
```
`constraint.sdc`:
```
current_design adder

set clk_period 1.9
set clk_io_pct 0.2

create_clock -name clk0 -period $clk_period

set non_clock_inputs [all_inputs -no_clocks]
set_input_delay [expr $clk_period * $clk_io_pct] -clock clk0 $non_clock_inputs
set_output_delay [expr $clk_period * $clk_io_pct] -clock clk0 [all_outputs]
```
==> reports/qor.yml <==
avgViaCountPerCell: 2.13
grt_pass1_vias: 171
cp_top_family: "adder cells"
syn2layout_area_growth_pct: 161
grt_overflow: 0
rsz0062_at_grt: "false"
fp.coreArea_um2: 3420
hold_class: "in2out"
yosysUniqueCellTypes: 9
start_kind: "input port"
netlist_top_cells_area: "ha_1, fa_1, xnor2_1"
final_util_pct: 10.4
area.sequential_um2: 0
drive_gt1_share_pct: 43.3
ant_nets: 0
critPathMaxStageDelay_ns: 0.37
setup_ws_ns: 0.0794
syn_inst: 16
fmax_mhz: 549
grt_max_degree: 4
yosys_warnings: 0
tightest_slew_ns: 0.113
maxCapViolations: 0
top_area_share_pct: 36.7
setup_viol: 0
leakage_nw: 0.148
finalClockPeriodUsage_pct: 95.8
first_pass_iters: 1
design_area_um2: 355
syn_area_um2: 136
hold_buffers: 0
layout_top_cells: "dlygate4sd2_1, clkdlybuf4s50_1"
warnings: 32
fillers: 406
wl_per_cell_um: 7.29
synth-cells-yosys: 16
yosys_area_um2: 136
lay_top_count: "dlygate4sd2_1"
track_usage_pct: 1.53
place.gp.congestion: 0.730
finalHoldViolations: 0
diodes: 0
outcome: "finished, final reports clean"
hp-start: "A[2]"
routed_wl_um: 554
syn_area_per_cell_um2: 8.52
drcViolationCount: 0
flops: 0
holdPathStages: 5
placed_cell_area_um2: 324
irDropWorstVdd_mv: 0.0284
die_x_um: 80
critPathBufInv: 4
crit_slowest_cell: "fa_2"
num_vias: 162
antenna_found_initial: 0
drt_iter0_markers: 0
min_to: "cout"
end_kind: "output pin"
max_slew_margin_pct: 92.4
critPathRequiredTime_ns: 1.52
dieArea_um2: 6400
yosys.area.top_type: "ha_1"
yosysSeqAreaShare_pct: 0
die_h_um: 80
nClkBuffers: 0
critPathMaxFanout: 2
crit_chain: "buf_4 -> ha_4 -> inv_2 -> fa_2 -> buf_6 -> nor2b_4 -> o21ai_1 -> nand2b_1 -> buf_2"
arrival_ns: 1.44
crit_type: "in2out"
io_pins: 13
logic_area_um2: 156
finalCriticalPeriod_ns: 1.82
powerDensity_nw_per_um2: 226
row_count: 21
drv_slew: 0
place.port_buffers: 13
place_ws_ns: -0.766
fp_util_pct: 3.99
grt_first_pass_wirelength_um: 793
synthesized netlist by cell type:
cell type  instances
a21oi_2            1
nand2b_1           1
o21ai_0            1
fa_1               1
a21o_1             1
inv_1              4
ha_1               4
nor2b_1            1
xnor2_1            2
logic make-up after synthesis:
group                      share of synthesized area [%]
xor gates and xnor gates                            12.8
adders and majority gates                           51.4
AOI/OAI and AO/OA                                   15.6
buffers and inverters                               11.0
and+or+nand+nor                                     9.18
stage by stage:
step	TNS [ns]	hold WS (ns)	total power [mW]	cells
floorplan	0	0.832	0.0254	16
global placement	-2.56	1.84	0.0801	75
detailed placement	-2.54	1.86	0.0809	75
CTS	0	1.34	0.0844	76
global route	0	1.38	0.0899	76
finish	0	1.33	0.0802	76
tightest hold or removal path: cells and delay by family:
| family | cells | cell delay [ns] |
|---|---|---|
| simple gates | 1 | 0.05 |
| compound gates | 1 | 0.06 |
| buf+inv | 2 | 0.32 |
| fa+ha+maj | 1 | 0.14 |
area by class of cell:
cell class / instances / area share, %
multi-input cells: 12 / 44.0
repair buffers: 14 / 35.6
inverters: 4 / 4.23
well taps: 46 / 16.2
how the worst max path moves through the flow:
stage / from / to / slack [ns] / cells past startpoint
CTS: B[1] / sum[3] / 0.004 / 6
global route: B[0] / cout / 0.003 / 9
finish: B[0] / cout / 0.08 / 9
per-layer routing:
metal / vias to the layer above / global-route usage [%] / wire, µm
li1: 79 / - / -
met1: 72 / 1.72 / 242
met2: 11 / 2.33 / 190
met3: 0 / 1.25 / 122
met4: 0 / 0 / 0
met5: - / 0 / 0
power breakdown:
part | switching [mW] | internal [mW]
registers | 0 | 0
logic | 0.0269 | 0.0533
clock network | 0 | 0
total | 0.0269 | 0.0533
what timing repair did:
action                                  in CTS  in global routing
setup buffers                                1                  0
gates resized                               32                  3
pin swaps                                    5                  4
endpoints found under the setup margin       5                  1
Power and IR drop assume default switching activity.
